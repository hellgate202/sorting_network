==> ./design.v <==
module sorting_network #(
  parameter int NUMBER_WIDTH   = 10,
  parameter int NUMBERS_AMOUNT = 10
)(
  input                                                 clk_i,
  input                                                 rst_i,
  input  [NUMBERS_AMOUNT - 1 : 0][NUMBER_WIDTH - 1 : 0] data_i,
  input                                                 data_valid_i,
  output [NUMBERS_AMOUNT - 1 : 0][NUMBER_WIDTH - 1 : 0] data_o,
  output                                                data_valid_o
);
localparam int LAYERS_AMOUNT = NUMBERS_AMOUNT + 1;
function logic [1 : 0][NUMBER_WIDTH - 1 : 0] comp_and_swap
(
  input logic [1 : 0][NUMBER_WIDTH - 1 : 0] unsorted_data
);
  logic [1 : 0][NUMBER_WIDTH - 1 : 0] sorted_data;
  if( unsorted_data[0] > unsorted_data[1] )
    begin
      sorted_data[0] = unsorted_data[1];
      sorted_data[1] = unsorted_data[0];
    end
  else
    begin
      sorted_data[0] = unsorted_data[0];
      sorted_data[1] = unsorted_data[1];
    end
  return sorted_data;
endfunction
logic [LAYERS_AMOUNT - 1 : 0][NUMBERS_AMOUNT - 1 : 0][NUMBER_WIDTH - 1 : 0] network;
logic [LAYERS_AMOUNT - 1 : 0][NUMBERS_AMOUNT - 1 : 0][NUMBER_WIDTH - 1 : 0] network_comb;
logic [LAYERS_AMOUNT - 1 : 0]                                               data_valid_d;
always_comb
  begin
    network_comb[0] = data_i;
    network_comb[LAYERS_AMOUNT - 1 : 1] = network[LAYERS_AMOUNT - 1 : 1];
    for( int layer = 1; layer < LAYERS_AMOUNT; layer++ )
      if( layer % 2 )
        if( NUMBERS_AMOUNT % 2 )
          begin
            for( int pair = 0; pair < NUMBERS_AMOUNT - 1; pair += 2 )
              network_comb[layer][pair + 1 -: 2] = comp_and_swap( network[layer - 1][pair + 1 -: 2] );
            network_comb[layer][NUMBERS_AMOUNT - 1] = network[layer - 1][NUMBERS_AMOUNT - 1];
          end
        else
          for( int pair = 0; pair < NUMBERS_AMOUNT; pair += 2 )
            network_comb[layer][pair + 1 -: 2] = comp_and_swap( network[layer - 1][pair + 1 -: 2] );
      else
        if( NUMBERS_AMOUNT % 2 )
          begin
            network_comb[layer][0] = network[layer - 1][0];
            for( int pair = 1; pair < NUMBERS_AMOUNT; pair += 2 ) 
              network_comb[layer][pair + 1 -: 2] = comp_and_swap( network[layer - 1][pair + 1 -: 2] );
          end
        else
          begin
            network_comb[layer][0]                  = network[layer - 1][0];
            for( int pair = 1; pair < NUMBERS_AMOUNT - 1; pair += 2 ) 
              network_comb[layer][pair + 1 -: 2] = comp_and_swap( network[layer - 1][pair + 1 -: 2] );
            network_comb[layer][NUMBERS_AMOUNT - 1] = network[layer - 1][NUMBERS_AMOUNT - 1];
          end
  end
always_ff @( posedge clk_i, posedge rst_i )
  if( rst_i )
    network <= '0;
  else
    network <= network_comb;
always_ff @( posedge clk_i, posedge rst_i )
  if( rst_i )
    data_valid_d <= '0;
  else
    begin
      data_valid_d[0] <= data_valid_i;
      for( int i = 1; i < LAYERS_AMOUNT; i++ )
        data_valid_d[i] <= data_valid_d[i - 1];
    end
assign data_o       = network[LAYERS_AMOUNT - 1];
assign data_valid_o = data_valid_d[LAYERS_AMOUNT - 1];
endmodule
==> ./run.sh <==
#!/bin/bash
# OpenROAD 26Q1-2900-gdf79404cd8, Yosys 0.63+post, stock flow scripts
make -C /OpenROAD-flow-scripts/flow DESIGN_CONFIG=/design/flow/config.mk WORK_HOME=/design/flow/orfs finish
==> ./config.mk <==
export PLATFORM = sky130hd
export DESIGN_NAME = sorting_network
export DESIGN_NICKNAME = sorting_network
export VERILOG_FILES = /design/flow/design.v
export SDC_FILE = /design/flow/constraint.sdc
export NUM_CORES = 4
export LEC_CHECK = 1
export CORE_UTILIZATION = 30
export SYNTH_HDL_FRONTEND = slang
==> ./constraint.sdc <==
current_design sorting_network

set clk_period 7.3
set clk_io_pct 0.2

create_clock -name clk0 -period $clk_period [get_ports {clk_i}]

set non_clock_inputs [all_inputs -no_clocks]
set_input_delay [expr $clk_period * $clk_io_pct] -clock clk0 $non_clock_inputs
set_output_delay [expr $clk_period * $clk_io_pct] -clock clk0 [all_outputs]
==> impl_metrics.json <==
{
  "yosysCellCount": 7242,
  "grt_pass1_vias": 52100,
  "post_cts_buffers": 0,
  "cts_tree": "yes",
  "syn_inst": 7242,
  "numCtsBuffers": 118,
  "slew_headroom_pct": 37.4,
  "cp_slowest_stage_delay_ps": 480,
  "status": "complete, no violations",
  "finalHoldViolCount": 0,
  "synth_warnings": 0,
  "cp_top_family": "buffers and inverters",
  "clock_latency_ps": 750,
  "die_h_um": 491,
  "mostFrequentLayoutCell": "dfrtp_1",
  "warnings": 31,
  "fillers": 23400,
  "yosys_most_used_dff": "dfrtp_1",
  "clk_pin_slew_ps": 60,
  "fin_crit_ps": 3080,
  "routed_wl_mm": 171,
  "die_area_sq_mm": 0.241,
  "numClockSinks": 1111,
  "die_width_um": 491,
  "rows": 179,
  "critPathMaxFanout": 1,
  "edf_count": 0,
  "path_buffers": 1,
  "grtUsageTotal_pct": 14.3,
  "clock-root-buffer": "clkbuf_16",
  "detail-route-antenna-nets": 0,
  "ctsResizeCount": 0,
  "antenna_cells": 0,
  "io_pins": 204,
  "fp_util_pct": 30.2,
  "ys_types": 23,
  "tns_ps": 0,
  "ys_ff": 1111,
  "grt_max_degree": 141,
  "dpl.hpwl_mm": 118,
  "ys_area_sq_mm": 0.0717,
  "drtIter0Drc": 5119,
  "postCtsHoldBufs": 0,
  "routedWlPerCell_um": 16.9,
  "antenna_found_initial": 0,
  "drc": 0,
  "cp_slowest_cell": "clkdlybuf4s50_1",
  "ys_seq_share_pct": 38.8,
  "synth_area_sq_mm": 0.0717,
  "worstPathArrival_ps": 1620,
  "portBuffers": 203,
  "dr.pass1.iters": 24,
  "clk_path_buf_depth": 3,
  "fmax_ghz": 0.325,
  "drive_gt1_share_pct": 19.5,
  "fin_crit_sh_pct": 42.2,
  "via_per_inst": 5.53,
  "slew_violations": 0,
  "htree_levels": 3,
  "rsz0062_at_grt": "false",
  "setup_viol": 0,
  "grt_pass1_wl_mm": 284,
  "cp_data_required_time_ps": 5840,
  "setup.worst_path.start_class": "flip-flop",
  "place_congestion": 0.897,
  "worst_slew_pin_slew_ps": 937,
  "avgSynthCellArea_sq_um": 9.90,
  "crit_chain": "clkdlybuf4s50_1",
  "synthArstFlopShare_pct": 100,
  "lay_top_cells": "dfrtp_1 (1111), nand4_1 (990), o211ai_2 (945)",
  "num_vias": 56000,
  "grt_overflow": 0,
  "worstSetupPathType": "flip-flop to output pin",
  "cp-end-kind": "output pin",
  "cap_violations": 0,
  "fin_hold_ws_ps": 340,
  "hold_class": "flip-flop to flip-flop",
  "syn2layout_area_growth_pct": 8.94,
  "core_sq_mm": 0.238,
  "skew_ps": 26.5
}
## flip-flops by register name, indices dropped and copies added, names as in the netlist
name and cells:
network 980, comp_and_swap.unsorted_data 20, data_o 100, data_valid_d 11
## worst reg2reg max path, stage by stage (launching register included)
cell      delay [ps]
dfrtp_1          440
inv_1             70
ha_1             330
a21oi_1          250
o211a_1          640
and3_4           550
o211ai_2         170
## worst paths after layout
path	start	to	slack [ps]	cells after the start
setup / recovery	data_o[99]	data_o[99]	4220	1
hold / removal	network[905]	data_o[5]	340	0
setup reg to reg	network[589]	network[673]	4710	6
hold reg to reg	network[905]	data_o[5]	340	0
max in group asynchronous	rst_i	network[196]	4250	4
min in group asynchronous	rst_i	network[507]	1180	2
## metrics by stage
step           util, %  instance area (sq um)  setup slack, ps  instances
2_1_floorplan        -                  71700            -9490       7242
3_3_place_gp      31.1                  73900             3380       9903
3_5_place_dp      31.1                  73900             3320       9903
4_1_cts           32.9                  78100             4090      10100
5_1_grt           32.9                  78100             3880      10100
6_report          32.9                  78100             4220      10100
## cells in the mapped netlist (all sizes together), types with 90 or more instances
master  count  area (sq um)
and4      135          1290
dfrtp    1111         27800
o21ai     900          4500
a21oi     135           676
buf       433          2980
nand2      90           338
nand4     990          6190
o211a      90           901
inv       496          1860
nand3     900          4500
ha        450          5630
o211ai    990         12200
clkbuf    359          1350
## logic make-up (layout without fill, tap and decap cells)
| logic type | count (synthesis) | count (layout) | share of synthesized area (%) |
|---|---|---|---|
| compound gates | 2160 | 2160 | 26.0 |
| buf+inv | 1316 | 1031 | 9.13 |
| flops | 1111 | 1111 | 38.8 |
| simple gates | 2205 | 2205 | 18.3 |
| fa+ha+maj | 450 | 450 | 7.85 |
## per-layer routing
metal / global-route usage [%] / up-vias / wire length [um]
met5: 0 / - / 0
li1: - / 26900 / -
met2: 21.0 / 1792 / 77300
met3: 1.95 / 202 / 9610
met4: 2.39 / 0 / 2970
met1: 23.0 / 27100 / 80800
## layout make-up
cell class / count / area (sq um) / share of cell area, %
sequential: 1111 / 27800 / 35.6
timing repair buffer: 314 / 2900 / 3.71
inverter: 496 / 1870 / 2.39
multi-input combinational: 4815 / 37400 / 47.8
clock buffer: 148 / 3280 / 4.20
tap: 3167 / 3960 / 5.07
clock inverter: 73 / 945 / 1.21
